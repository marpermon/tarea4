==> design.v <==
module transmisor(
   MOSI, SCK, CS, reset_rec,
   clk, reset, start_stb, CKP, CPH, MISO
   );
  input clk,reset,start_stb,CKP,CPH, MISO;
  output reg MOSI, CS,reset_rec;
  output     SCK;
  localparam IDLE         = 2'b01;
  localparam TRANSMISSION = 2'b10;
  localparam DIV_FREQ = 3;
  reg [1:0]  estado_trans, prox_estado_trans;
  reg [15:0] dato_trans, prox_dato_trans;
  reg [4:0]  cuenta_bits, prox_cuenta_bits;  
  reg [DIV_FREQ-1:0] div_freq;
  reg nxt_MOSI;
  reg nxt_reset_rec;
  wire edge_c;
  assign SCK = div_freq[DIV_FREQ-1];
  assign edge_c = (CKP==CPH)? 1:0;
   always @(posedge clk) begin
    if (~reset) begin
      estado_trans        <= IDLE;
      dato_trans    <= 0;
      div_freq      <= CKP<<DIV_FREQ-1;
      cuenta_bits   <= 0;
      dato_trans    <= 16'h0509;  
      reset_rec     <= 1;
    end else begin
      estado_trans  <= prox_estado_trans;
      if (estado_trans==IDLE) div_freq <= CKP<<DIV_FREQ-1;  
      else div_freq <= div_freq+1;
      reset_rec     <= nxt_reset_rec;
      cuenta_bits   <= prox_cuenta_bits;
    end
  end
  always @(posedge SCK) begin
    if (edge_c==1)begin
      dato_trans    <= prox_dato_trans;
    end
  end
  always @(posedge ~SCK) begin
    if (edge_c==0)begin
      dato_trans    <= prox_dato_trans;
    end
  end
  always @(*) begin
  prox_estado_trans        = estado_trans;
  prox_dato_trans = dato_trans;
  MOSI=0;
  prox_cuenta_bits = cuenta_bits;
  nxt_reset_rec=reset_rec;
  CS=1;
    case (estado_trans)
      IDLE:
        begin
          prox_cuenta_bits = 0;
          CS=1;
      if (start_stb) begin 
        prox_estado_trans = TRANSMISSION;        
          end
        end
      TRANSMISSION: begin  
        CS=0;
          MOSI =dato_trans[15];
          prox_dato_trans= (dato_trans<<1)+MISO;
          if (cuenta_bits == 16) prox_estado_trans = IDLE;
          else begin 
            if (((edge_c)&&(div_freq == (2**(DIV_FREQ-1))-1)) || ((~edge_c)&&(div_freq == (2**(DIV_FREQ))-1))) prox_cuenta_bits = cuenta_bits+1;
          end
        end
      default:  
        begin
          prox_estado_trans = IDLE;
          prox_dato_trans = dato_trans;
        end
    endcase;
  end
endmodule
==> run.sh <==
#!/bin/bash
# OpenROAD 26Q1-2900-gdf79404cd8, Yosys 0.63+post, stock flow scripts
make -C /OpenROAD-flow-scripts/flow DESIGN_CONFIG=/design/flow/config.mk WORK_HOME=/design/flow/orfs finish
==> config.mk <==
export PLATFORM = sky130hd
export DESIGN_NAME = transmisor
export DESIGN_NICKNAME = transmisor
export VERILOG_FILES = /design/flow/design.v
export SDC_FILE = /design/flow/constraint.sdc
export NUM_CORES = 4
export LEC_CHECK = 1
export CORE_AREA = 10 10 70 70
export DIE_AREA = 0 0 80 80
==> constraint.sdc <==
current_design transmisor

set clk_period 1.7
set clk_io_pct 0.2

create_clock -name clk0 -period $clk_period [get_ports {clk}]

set non_clock_inputs [all_inputs -no_clocks]
set_input_delay [expr $clk_period * $clk_io_pct] -clock clk0 $non_clock_inputs
set_output_delay [expr $clk_period * $clk_io_pct] -clock clk0 [all_outputs]
==> results.json <==
{
  "run_status": "complete, no violations",
  "synth_top_flop_cell": "sky130_fd_sc_hd__dfxtp_1",
  "instances_no_fill": 119,
  "cts_sinks": 10,
  "worst-endpoint-arrival_ns": 1.82,
  "timing.critical_path.required_ns": 1.89,
  "latency_at_later_pin_ns": 0.26,
  "final.setup_skew_ns": 0.002460,
  "postSynthSeqShare_pct": 36.36,
  "vias_after_detailed_routing": 466,
  "number_of_hold_violations_in_the_final_report": 0,
  "crit_path_top_delay_cell": "sky130_fd_sc_hd__clkdlybuf4s50_1",
  "type_of_the_worst_min_delay_path": "flop to flop",
  "worstPathMaxFanout": 8,
  "dp_worst_setup_slack_ns": -0.1985,
  "n_antenna_cell": 0,
  "gr-total-overflow": 0,
  "postRouteAntennaNets": 0,
  "cts_inserted_buffers": 3,
  "htree_levels": 1,
  "clk_root_buffer_cell": "sky130_fd_sc_hd__clkbuf_4",
  "post_synth_ao_oa_area_fraction_pct": 18.18,
  "synth.lib_cells_used.distinct": 26,
  "synth_adder_area_share_pct": 11.36,
  "netlist.top_cell.by_area": "sky130_fd_sc_hd__dfxtp_1",
  "critical_path.cell_chain": "clkdlybuf4s50_1 -> xnor2_1 -> mux2i_1 -> buf_4 -> or4_1 -> a31oi_1",
  "io_pins": 10,
  "routed.top_layer": "met4",
  "placement.io_buffers": 6,
  "timing_max_transition_violations_final": 0,
  "fp_util_pct": 16.12,
  "irDropWorstVdd_uv": 159.0,
  "holdBufCountCts": 0,
  "detailedPlacementHpwl_um": 832.9,
  "worst_setup_hold_path_clk_slew_ns": 0.07,
  "leakagePower_nw": 0.2969,
  "timing.final.setup_violations": 0,
  "worstSetupEndpointType": "flop",
  "grt_pass1_wl_um": 1863,
  "criticalPathCategory": "primary input to flop",
  "fp-row-count": 21,
  "globalplace.congestion": 0.8703,
  "timing.final.crit_share_pct": 95.92,
  "yosys.area_share.simple_pct": 17.73,
  "topCellsByArea": "sky130_fd_sc_hd__dfxtp_1 (36%), sky130_fd_sc_hd__ha_1 (11%), sky130_fd_sc_hd__o211ai_1 (5.5%)",
  "clock_tree_from_tritoncts": "yes",
  "most_frequent_cells_after_synthesis": "sky130_fd_sc_hd__dfxtp_1 (10), sky130_fd_sc_hd__inv_1 (7), sky130_fd_sc_hd__ha_1 (5), sky130_fd_sc_hd__nand2_1 (5), sky130_fd_sc_hd__o211ai_1 (4)",
  "synthMuxAreaShare_pct": 1.818,
  "post_synth_inst_count": 61,
  "wl_met3_um": 43,
  "drt_via_density": 3.916,
  "number_of_antenna_violations_at_the_first_check_in_global_routing": 0,
  "fmaxAchievable_ghz": 0.6132,
  "drive_gt1_share_pct": 17.81,
  "critical-path-max-stage-delay_ns": 0.49,
  "wl_per_cell_um": 9.151,
  "dr.first_iter.drc_count": 3,
  "grt_use_total_pct": 3.373,
  "most_common_cell": "sky130_fd_sc_hd__dfxtp_1",
  "period_needed_ns": 1.631,
  "core_mm2": 0.003416,
  "post-place-cells": 115,
  "xor_area_share_pct": 1.591,
  "synth-warning-count": 19,
  "timing.final.ws_setup_ns": 0.06929,
  "routed_wirelength_um": 1089,
  "die_area_mm2": 0.006400,
  "detail_route.wirelength.met1_um": 495,
  "startpoint_type": "primary input",
  "postSynthAreaPerCell_um2": 9.025,
  "dr.pass1.iters": 4,
  "dieHeight_um": 80,
  "drv_cap": 0,
  "synth-edff-count": 0,
  "ys_cells": 61,
  "synth_largest_type_area_fraction_pct": 36.36,
  "warning_count": 28,
  "ys_top_logic_family": "AND-OR/OR-AND gates",
  "mapped_cell_area_um2": 550.5,
  "met2RoutedLength_um": 523,
  "yosys_area_um2": 550.5,
  "ctsLongestPathBuffers": 2,
  "flop_and_latch_count_out_of_synthesis": 10,
  "timing.setup.tns_ns": 0,
  "growth_of_design_area_from_synthesis_to_finish_pct": 31.14,
  "die_x_um": 80,
  "vias_in_the_first_global_route": 460,
  "async_reset_ff_share_pct": 0,
  "power.density_cell_area_mw_per_mm2": 712.1,
  "drc_errors": 0,
  "largest_net_degree_at_the_start_of_global_routing": 9
}
-- flip-flops by register name (all words and copies together) (netlist names) --
register / count
cuenta_bits: 5
div_freq: 3
estado_trans: 2
-- critical path: cells and delay by family --
family | cells | cell delay (ns)
multiplexers | 1 | 0.09
AND-OR/OR-AND | 1 | 0.13
buffers and inverters | 2 | 0.65
AND/OR/NAND/NOR | 1 | 0.47
XOR/XNOR | 1 | 0.14
-- power breakdown --
part           internal (mW)  switching (mW)  total [mW]
clock                  0.130          0.0793       0.209
combinational         0.0308          0.0245      0.0553
sequential             0.242         0.00789       0.250
total                  0.402           0.112       0.514
-- timing repair --
item / CTS / global route
setup endpoints to repair: 1 / 5
buffers inserted: 0 / 0
gates resized: 1 / 4
pin swaps: 0 / 1
-- layout make-up --
cell class,instances,area (µm²)
fillers,381,2694
multi-input cells,40,294.0
flip-flops and latches,10,202.7
repair buffers,12,105.1
well taps,46,57.56
clock buffers,4,36.28
inverters,7,26.28
-- per-stage QoR --
step / cell area (µm²) / power, mW / utilization (%) / hold WS (ns)
2_1_floorplan: 550.5 / 0.2790 / - / 0.3985
3_3_place_gp: 675.6 / 0.3062 / 19.78 / 0.4066
3_5_place_dp: 675.6 / 0.3070 / 19.78 / 0.4170
4_1_cts: 713.2 / 0.5204 / 20.88 / 0.4276
5_1_grt: 721.9 / 0.5420 / 21.14 / 0.4313
6_report: 721.9 / 0.5141 / 21.14 / 0.4239
-- layout by cell type (no fill, tap or decap), types with 2 or more instances in the layout --
cell type                         n
sky130_fd_sc_hd__dfxtp_1          8
sky130_fd_sc_hd__inv_1            7
sky130_fd_sc_hd__clkdlybuf4s50_1  6
sky130_fd_sc_hd__buf_4            6
sky130_fd_sc_hd__nand2_1          5
sky130_fd_sc_hd__ha_1             5
sky130_fd_sc_hd__o211ai_1         4
sky130_fd_sc_hd__a21oi_1          3
sky130_fd_sc_hd__or4_1            3
sky130_fd_sc_hd__clkbuf_4         3
sky130_fd_sc_hd__nand3_1          2
sky130_fd_sc_hd__o2111ai_1        2
sky130_fd_sc_hd__conb_1           2
sky130_fd_sc_hd__dfxtp_2          2
-- cells by family (layout without fill, tap and decap cells) --
logic type / count (synthesis) / count (layout)
compound gates: 14 / 14
xor+xnor: 1 / 1
fa+ha+maj: 5 / 5
buf+inv: 11 / 23
flops: 10 / 10
mux: 1 / 1
other cells: 2 / 2
simple gates: 17 / 17
-- path summary, 6_finish.rpt --
path / start / end / slack (ns) / depth (start not counted)
worst max-delay path: CKP / cuenta_bits[4] / 0.07 / 6
worst min-delay path: div_freq[0] / div_freq[0] / 0.42 / 1
worst max register to register: cuenta_bits[0] / cuenta_bits[4] / 0.08 / 7
worst min register to register: div_freq[0] / div_freq[0] / 0.42 / 1
-- layer usage --
| layer | global-route usage, % | up-vias |
|---|---|---|
| met5 | 0 | - |
| met4 | 1.056 | 0 |
| met3 | 0.7955 | 2 |
| met2 | 5.698 | 13 |
| met1 | 4.108 | 213 |
| li1 | - | 238 |
No activity file was given, so power comes from the tool's default toggle rates.
